==> design.v <==
`timescale 1ns / 1ps
module votingmachine(
    input reset,
    input clk,
    input mode,
    input button1,
    input button2,
    input button3,
    input button4,
    output [7:0] leds
);
    wire any_valid_vote;
    wire valid_vote1;
    wire valid_vote2;
    wire valid_vote3;
    wire valid_vote4;
    wire [7:0] candidate1;
    wire [7:0] candidate2;
    wire [7:0] candidate3;
    wire [7:0] candidate4;
    buttonControl bc1(reset,clk,button1,valid_vote1); 
    buttonControl bc2(reset,clk,button2,valid_vote2); 
    buttonControl bc3(reset,clk,button3,valid_vote3); 
    buttonControl bc4(reset,clk,button4,valid_vote4); 
    assign any_valid_vote=valid_vote1|valid_vote2|valid_vote3|valid_vote4;
    vote_logger candidates_register(reset,clk,mode,valid_vote1,valid_vote2,valid_vote3,valid_vote4,candidate1,candidate2,candidate3,candidate4);
    modeControl mC(reset,clk,mode,any_valid_vote,valid_vote1,valid_vote2,valid_vote3,valid_vote4,candidate1,candidate2,candidate3,candidate4,leds);
endmodule
module buttonControl(
    input reset,
    input clk,
    input button,
    output reg valid_vote
    );
    reg [30:0] counter;
    always@(posedge clk or posedge reset) begin
        if(reset) counter=0;
        else if(button & counter<11)
            counter=counter+1;
        else if(!button) counter=0;
    end 
    always@(posedge clk or posedge reset) begin
        if(reset) valid_vote=0;
        else begin
            if(counter==10) valid_vote=1;
            else valid_vote=0;
        end
    end
endmodule
module vote_logger(
    input reset,
    input clk,
    input mode,
    input valid_vote1,
    input valid_vote2,
    input valid_vote3,
    input valid_vote4,
    output reg [7:0] candidate1,
    output reg [7:0] candidate2,
    output reg [7:0] candidate3,
    output reg [7:0] candidate4
);
    always@(posedge clk or posedge reset) begin
        if(reset) begin
            candidate1=0;
            candidate2=0;
            candidate3=0;
            candidate4=0;
        end
        else if(mode==0) begin
            if(valid_vote1) candidate1=candidate1+1;
            else if(valid_vote2) candidate2=candidate2+1;
            else if(valid_vote3) candidate3=candidate3+1;
            else if(valid_vote4) candidate4=candidate4+1;
        end
    end
endmodule
module modeControl(
    input reset,
    input clk,
    input mode,
    input any_valid_vote,
    input valid_vote1,
    input valid_vote2,
    input valid_vote3,
    input valid_vote4,
    input [7:0] candidate1,
    input [7:0] candidate2,
    input [7:0] candidate3,
    input [7:0] candidate4,
    output reg [7:0] leds
);
    always@(posedge clk or posedge reset) begin
        if(reset) leds=0;
        else if(mode==0 & any_valid_vote) leds=8'hFF;
        else if(mode==0 & !any_valid_vote) leds=8'h00;
        else if(mode==1) begin
            if(valid_vote1) leds=candidate1;
            else if(valid_vote2) leds=candidate2;
            else if(valid_vote3) leds=candidate3;
            else if(valid_vote4) leds=candidate4;
            else leds=0;
        end            
    end
endmodule
==> run.sh <==
#!/bin/bash
# OpenROAD 26Q1-2900-gdf79404cd8, Yosys 0.63+post, stock flow scripts
make -C /OpenROAD-flow-scripts/flow DESIGN_CONFIG=/design/flow/config.mk WORK_HOME=/design/flow/orfs finish
==> config.mk <==
export PLATFORM = sky130hd
export DESIGN_NAME = votingmachine
export DESIGN_NICKNAME = votingmachine
export VERILOG_FILES = /design/flow/design.v
export SDC_FILE = /design/flow/constraint.sdc
export NUM_CORES = 4
export LEC_CHECK = 1
export CORE_UTILIZATION = 40
==> constraint.sdc <==
current_design votingmachine

set clk_period 3.1
set clk_io_pct 0.2

create_clock -name clk0 -period $clk_period [get_ports {clk}]

set non_clock_inputs [all_inputs -no_clocks]
set_input_delay [expr $clk_period * $clk_io_pct] -clock clk0 $non_clock_inputs
set_output_delay [expr $clk_period * $clk_io_pct] -clock clk0 [all_outputs]
==> impl_metrics.json <==
{
  "area_leaders": "dfrtp_1 (64%), and2_1 (10%), nor4_1 (2.7%)",
  "vias": 3822,
  "power_switching_w": 0.001020,
  "slew_headroom": 0.3860,
  "design_area_um2": 7550,
  "fmax_ghz": 0.5153,
  "clkTransAtPathRegs_ns": 0.07,
  "h-tree-depth": 4,
  "p_sw_frac": 0.2362,
  "cts_tree": "done",
  "top_cells_by_count": "dfrtp_1 (168), and2_1 (109), nand2_1 (38), nor4_1 (28), xnor2_1 (19)",
  "setup_viol": 0,
  "cts_buffers": 17,
  "drv_cap": 0,
  "synth_area_um2": 6605,
  "pwr-share-clk": 0.457,
  "fp_util": 0.4128,
  "yosys_area_um2": 6605,
  "worstPathArrival_ns": 2.25,
  "gp_congestion": 0.8019,
  "pin_count": 15,
  "finalHoldViolCount": 0,
  "io_buffers": 14,
  "grt_start_max_net_pins": 59,
  "die_x_um": 130.5,
  "postCtsSetupBuffers": 0,
  "p_per_area_nw_per_um2": 572.2,
  "drc": 0,
  "drv_slew": 0,
  "place_area_um2": 6994,
  "die-area_um2": 17030,
  "cts_root_buf": "clkbuf_16",
  "synth_seq_share": 0.6365,
  "core_area_um2": 16000,
  "p_seq_frac": 0.515,
  "p_comb_frac": 0.027,
  "period_used_share": 0.6260,
  "wl_per_cell_um": 13.24,
  "first_pass_iters": 6,
  "yosys_warnings": 3,
  "startpoint_type": "primary input",
  "num_antenna_cells": 0,
  "seq_area_um2": 4204,
  "fill_cells": 1414,
  "rows": 46,
  "cts_resized": 0,
  "via_per_inst": 4.900,
  "hold_buffers": 0,
  "synthCells": 533,
  "synth_top_cell_by_count": "dfrtp_1",
  "hp-class": "reg2reg",
  "final-comb-area_um2": 2295,
  "required_ns": 3.41,
  "clk_latency_ns": 0.43,
  "antenna_found_initial": 0,
  "path_max_fanout": 7,
  "top_cell_area_share": 0.6365,
  "tightest_slew_ns": 0.9182,
  "async_flop_share": 1.000,
  "first_global_vias": 3787,
  "crit_type": "in2reg",
  "track_usage": 0.1410,
  "grt_first_pass_wirelength_um": 18470,
  "antenna_left": 0,
  "synth_top_cell_by_area": "dfrtp_1",
  "drt_iter0_markers": 233,
  "p_int_w": 0.003299,
  "numSynthFlops": 168,
  "routed_wl_um": 10320,
  "cts_sinks": 168,
  "cts.path.max_buffers": 2,
  "edf_count": 0,
  "grt_overflow": 0,
  "tool_warnings": 29,
  "tns_ns": 0,
  "outcome": "finished, final reports clean",
  "avgSynthCellArea_um2": 12.39,
  "die_h_um": 130.5,
  "critPathCaptureType": "register",
  "ys_cells": 533,
  "power_w": 0.004320,
  "p_leak_nw": 3.713,
  "synth.distinct_cells": 35,
  "flop_cell": "dfrtp_1",
  "post-route-min-period_ns": 1.941,
  "drive_above_1_share": 0.07979,
  "place_hpwl_um": 6517,
  "skew_ns": 0.007893,
  "area_growth_pct": 14.30,
  "whs_ns": 0.4865,
  "peakVddDrop_mv": 0.3369,
  "rsz0062_at_grt": "no"
}
==> path summary, 6_finish.rpt <==
path | depth (start not counted) | to | from | slack (ns)
min in group asynchronous | 2 | bc2.counter[4] | reset | 0.66
min reg2reg | 1 | bc4.counter[8] | bc4.counter[8] | 0.49
max in group asynchronous | 3 | bc4.counter[11] | reset | 1.67
max reg2reg | 4 | candidates_register.candidate2[7] | bc2.valid_vote | 1.17
min | 1 | bc4.counter[8] | bc4.counter[8] | 0.49
max | 5 | candidates_register.candidate2[7] | mode | 1.16
==> placed cells by master, fill, tap and decap left out, types with 6 or more instances in the layout <==
cell,synthesis,layout
o21ai_0,8,8
clkdlybuf4s50_1,0,14
nor3_1,12,12
nand3b_1,7,7
inv_1,7,6
nand4_1,8,8
and2_1,109,109
mux2i_1,13,13
nand2b_1,8,8
a221oi_1,7,7
nand3_1,15,15
a21oi_1,11,11
inv_6,0,6
dfrtp_1,168,168
xnor2_1,19,19
xor2_1,9,9
nand2_1,38,38
and4_1,6,6
ha_1,12,12
clkbuf_16,0,17
nor4_1,28,28
==> flip-flops by register name (all words and copies together) (netlist names) <==
| name | count |
|---|---|
| mC.leds | 8 |
| bc4.counter | 31 |
| bc1.valid_vote | 1 |
| bc3.counter | 31 |
| bc2.valid_vote | 1 |
| candidates_register.candidate2 | 8 |
| bc1.counter | 31 |
| bc2.counter | 31 |
| candidates_register.candidate4 | 8 |
| bc3.valid_vote | 1 |
| bc4.valid_vote | 1 |
| candidates_register.candidate1 | 8 |
| candidates_register.candidate3 | 8 |
==> critical path, cell delays in order <==
cell	delay (ns)
clkdlybuf4s50_1	0.61
nor3b_2	0.47
and4_1	0.31
nand3_1	0.11
xnor2_1	0.13
==> power groups by stage <==
| stage | Combinational (W) | Clock (W) | Sequential [W] |
|---|---|---|---|
| 4_1_cts | 0.000124 | 0.00203 | 0.00222 |
| 5_1_grt | 0.000140 | 0.00214 | 0.00223 |
| 6_report | 0.000119 | 0.00198 | 0.00223 |
==> layer usage <==
| layer | GRT usage | routed length, um |
|---|---|---|
| met1 | 0.2395 | 5436 |
| met5 | 0 | 0 |
| met2 | 0.1967 | 4367 |
| met4 | 0.02164 | 187 |
| met3 | 0.03358 | 331 |
==> cells by family (layout without fill, tap and decap cells) <==
family | Yosys count | after routing | synth area share
adders and majority gates | 12 | 12 | 0.02273
xor gates and xnor gates | 28 | 28 | 0.03713
and+or+nand+nor | 250 | 250 | 0.2273
DFF | 168 | 168 | 0.6365
AOI/OAI and AO/OA | 32 | 32 | 0.03372
buffers and inverters | 26 | 57 | 0.01610
muxes | 17 | 17 | 0.02652
==> per-stage QoR <==
stage,setup WS (ns),instances,util
after CTS,1.159,780,0.4718
after global placement,0.7409,748,0.4371
after floorplan,0.3393,533,-
after detailed placement,0.7025,748,0.4371
after global routing,1.019,780,0.4718
final,1.159,780,0.4718
==> layout make-up <==
| type | instances | area share |
|---|---|---|
| clock inverter | 15 | 0.01724 |
| inverter | 7 | 0.003977 |
| clock buffer | 17 | 0.05635 |
| sequential | 168 | 0.5568 |
| tap | 216 | 0.03580 |
| multi-input combinational | 339 | 0.3039 |
| timing repair buffer | 18 | 0.02585 |
Power is estimated from default activity; no workload was simulated.
